**design/flow/constraint.sdc**
```tcl
current_design sync_signals

set clk_period 3.1
set clk_io_pct 0.2

create_clock -name clk0 -period $clk_period [get_ports {clk}]

set non_clock_inputs [all_inputs -no_clocks]
set_input_delay [expr $clk_period * $clk_io_pct] -clock clk0 $non_clock_inputs
set_output_delay [expr $clk_period * $clk_io_pct] -clock clk0 [all_outputs]
```
**design/flow/config.mk**
```make
export PLATFORM = sky130hd
export DESIGN_NAME = sync_signals
export DESIGN_NICKNAME = sync_signals
export VERILOG_FILES = /design/flow/design.v
export SDC_FILE = /design/flow/constraint.sdc
export NUM_CORES = 4
export LEC_CHECK = 1
export CORE_UTILIZATION = 30
```
**design/flow/design.v**
```verilog
`timescale 1ns / 1ps
module sync_signals (clk, vsync, hsync, data_enable);
input clk;
output data_enable;
output vsync;
output hsync;
parameter VFP = 8000;    
parameter VBP = 23200;   
parameter VPW = 1600;    
parameter VDT = 384000;  
parameter VS = VFP + VBP + VPW + VDT;
parameter HFP = 16;      
parameter HBP = 48;      
parameter HPW = 96;      
parameter HDT = 640;     
parameter HS = HFP + HBP + HPW + HDT;
reg [19:0] vcounter = 0;
reg vfp = 0;
reg vbp = 0;
reg vpw = 0;
reg vdt = 1;
reg [12:0] hcounter = 0;
reg hfp = 0;
reg hbp = 0;
reg hpw = 0;
reg hdt = 1;
assign data_enable = !(vdt && hdt);
assign vsync = !vpw;
assign hsync = !hpw;
always @(posedge clk) begin
    vcounter <= vcounter +1;
    if (vcounter == (VDT - 1)) begin
        vdt <= 0;
        vfp <= 1;
    end if (vcounter == (VDT + VFP - 1)) begin
        vfp <= 0;
        vpw <= 1;
    end if (vcounter == (VDT + VFP + VPW - 1)) begin
        vpw <= 0;
        vbp <= 1;
    end if (vcounter == (VS - 1)) begin
        vcounter <= 0;
        vbp <= 0;
        vdt <= 1;
    end
    hcounter <= hcounter +1;
    if (hcounter == (HDT - 1)) begin
        hdt <= 0;
        hfp <= 1;
    end if (hcounter == (HDT + HFP - 1)) begin
        hfp <= 0;
        hpw <= 1;
    end if (hcounter == (HDT + HFP + HPW - 1)) begin
        hpw <= 0;
        hbp <= 1;
    end if (hcounter == (HS - 1)) begin
        hcounter <= 0;
        hbp <= 0;
        hdt <= 1;
    end
end
endmodule
module sync_output_tb;
reg clk = 1;
wire vsync, hsync, data_enable;
always begin
    clk = !clk;
    #20;
end
sync_signals dut(clk, vsync, hsync, data_enable);
endmodule
```
**design/flow/run.sh**
```bash
#!/bin/bash
# OpenROAD 26Q1-2900-gdf79404cd8, Yosys 0.63+post, stock flow scripts
make -C /OpenROAD-flow-scripts/flow DESIGN_CONFIG=/design/flow/config.mk WORK_HOME=/design/flow/orfs finish
```
==> impl_metrics.env <==
# physical design summary
export IMPL_whs_path_depth=1
export IMPL_clkTransAtPathRegs_ns=0.07
export IMPL_reg2reg_slack_ns=1.36
export IMPL_leakage_nw=0.700
export IMPL_port_buffers=3
export IMPL_hold_viol=0
export IMPL_cts_sinks=37
export IMPL_cp_slowest_cell="clkdlybuf4s50_1"
export IMPL_max_freq_mhz=567
export IMPL_r2r_end="vcounter[18]$_SDFF_PN0_"
export IMPL_ant_nets=0
export IMPL_p_int_mw=0.737
export IMPL_io_pins=4
export IMPL_ctsHoldBuffers=0
export IMPL_dieWidth_um=75.2
export IMPL_wl_um=2770
export IMPL_fp_dieH_um=75.2
export IMPL_ir_drop_mv=0.302
export IMPL_crit_cells=2
export IMPL_hold_path_class="reg -> reg"
export IMPL_synth_area_leader_cell="dfxtp_1"
export IMPL_grt_max_degree=12
export IMPL_grt_pass1_vias=1060
export IMPL_swShare_pct=18.2
export IMPL_cts_tree="built"
export IMPL_row_count=26
export IMPL_drv_cap=0
export IMPL_reg2regPathDepth=5
export IMPL_finalClockPeriodUsage_pct=56.9
export IMPL_startpoint_type="flop"
export IMPL_avgRoutedWirePerCell_um=11.1
export IMPL_p_seq_share_pct=52.7
export IMPL_crit_family="buffers and inverters"
export IMPL_chipArea_um2=5660
export IMPL_critPathRequiredTime_ns=2.48
export IMPL_antenna_found_initial=0
export IMPL_log_warning_count=25
export IMPL_grt_pass1_wl_um=4850
export IMPL_setup_tns_ns=0
export IMPL_route_vias_total=1168
export IMPL_numCtsBuffers=5
export IMPL_drive_above_1_share_pct=6.63
export IMPL_most_common_cell="dfxtp_1"
export IMPL_dp_cells=243
export IMPL_synth_distinct_cells=35
export IMPL_syn_inst=170
export IMPL_drt_pass1_iterations=4
export IMPL_final_setup_viol_count=0
export IMPL_worstMarginPinSlew_ns=0.654
export IMPL_globalplace_congestion=0.829
export IMPL_rsz0062_at_grt="no"
export IMPL_drc_errors=0
export IMPL_via_per_inst=4.65
export IMPL_worstPathArrival_ns=1.15
export IMPL_cp_end_kind="output port"
export IMPL_synthesis_area_um2=1610
export IMPL_cp_cell_sequence="nand2_1 -> clkdlybuf4s50_1"
export IMPL_status="complete, no violations"
export IMPL_grt_use_total_pct=11.4
export IMPL_ys_seq_share_pct=46.0
export IMPL_fillCellCount=528
export IMPL_core_area_um2=5140
export IMPL_h_tree_depth=2
export IMPL_skew_ns=0.0102
export IMPL_yosys_cells=170
export IMPL_ys_chip_area_um2=1610
export IMPL_gr_total_overflow=0
export IMPL_fin_ws_ns=1.33
export IMPL_initial_core_util_pct=31.3
export IMPL_drt_iter0_drc=82
export IMPL_cts_root_buf="clkbuf_8"
export IMPL_yosys_top_cells_area="dfxtp_1 46%, xor2_1 7.1%, xnor2_1 6.5%"
export IMPL_cp_buffers_inverters=1
export IMPL_async_flop_share_pct=0
export IMPL_rr_startpoint="vcounter[0]$_SDFF_PN0_"
export IMPL_hold_start="vcounter[19]$_SDFF_PN0_"
export IMPL_slew_violations=0
export IMPL_period_minus_slack_ns=1.77
export IMPL_clk_latency_ns=0.29
export IMPL_worst_setup_path_type="reg -> out"
export IMPL_yosysWarnings=1
export IMPL_cp_max_fo=2
export IMPL_max_stage_delay_ns=0.46
export IMPL_yosys_most_used_dff="dfxtp_1"
export IMPL_power_frac_comb_pct=0
export IMPL_num_antenna_cells=0
export IMPL_clk_path_buf_depth=2
export IMPL_post_cts_buffers=0
export IMPL_hold_end="vcounter[19]$_SDFF_PN0_"
export IMPL_slew_headroom_pct=56.1
export IMPL_yosys_top_cells_count="37 x dfxtp_1, 21 x nor2_1, 13 x nand3_1, 13 x xor2_1, 12 x xnor2_1"
export IMPL_syn_area_per_cell_um2=9.46
export IMPL_power_switching_mw=0.164
export IMPL_areaGrowthSynthToFinish_pct=14.5
export IMPL_numSynthFlops=37
export IMPL_power_mw=0.901
export IMPL_top_cell_area_share_pct=46.0
export IMPL_synth_edff_count=0
export IMPL_post_place_ws_ns=1.37
export IMPL_place_detailed_hpwl_um=1920
export IMPL_cts_resized=0
export IMPL_power_per_cell_area_nw_per_um2=489
export IMPL_power_frac_clock_pct=47.3
export IMPL_stdcell_count=251
## worst reg2reg max path, delay by kind of cell (launching register included)
| family | cells | cell delay, ns |
|---|---|---|
| adders and majority gates | 1 | 0.22 |
| AOI/OAI and AO/OA | 1 | 0.14 |
| and+or+nand+nor | 3 | 0.95 |
| DFF | 1 | 0.37 |
## stage by stage
step / hold slack (ns) / util, % / instance area, um^2
global placement: 0.445 / 33.6 / 1730
detailed placement: 0.446 / 33.6 / 1730
floorplan: 0.411 / - / 1610
finish: 0.459 / 35.9 / 1840
CTS: 0.462 / 35.9 / 1840
global route: 0.470 / 35.9 / 1840
## cell usage in the layout (no fill, tap or decap), drive strengths merged
master	synthesis	final
a21boi	1	1
a21o	1	1
a21oi	4	4
and2	1	1
and3	7	7
and3b	1	1
and4	1	1
and4b	1	1
bufinv	0	1
clkbuf	0	7
clkdlybuf4s50	0	3
dfxtp	37	37
ha	2	2
inv	4	4
mux2i	2	2
nand2	9	9
nand2b	2	2
nand3	13	13
nand3b	1	1
nand4	6	6
nand4b	3	3
nor2	21	21
nor2b	6	6
nor3	8	8
nor3b	1	1
nor4	2	2
nor4b	2	2
o21ai	4	4
o31ai	1	1
or2	1	1
or3	1	1
or4	1	1
or4b	1	1
xnor2	12	12
xor2	13	13
## kinds of logic (layout without fill, tap and decap cells)
group           after synthesis  after routing  share of synthesized area [%]
xor+xnor                     25             25                           13.6
flops                        37             37                           46.0
simple gates                 89             89                           32.7
buf+inv                       4             15                          0.933
fa+ha+maj                     2              2                           1.55
compound gates               11             11                           3.89
mux                           2              2                           1.24
## state kept, by name, summed over array words and instances, names as in the netlist
signal,cells
hdt,1
vcounter,20
hpw,1
vdt,1
vpw,1
hcounter,13
## how the worst max path moves through the flow
stage                                   start                 endpoint  slack (ns)
final                        vdt$_SDFFE_PN1N_              data_enable        1.33
after CTS                    vdt$_SDFFE_PN1N_              data_enable        1.33
after global routing  vcounter[10]$_SDFF_PN0_  vcounter[17]$_SDFF_PN0_        1.22
## per-layer routing
layer | vias to the layer above | global-route usage, % | wire length [um]
li1 | 617 | - | -
met1 | 525 | 16.8 | 1430
met2 | 22 | 17.3 | 1180
met3 | 4 | 3.80 | 146
met4 | 0 | 1.23 | 21
met5 | - | 0 | 0
## area by class of cell
type	instances	area (um^2)	area share (%)
clock buffer	7	86.3	4.68
clock inverter	1	30.0	1.63
inverter	4	15.0	0.815
multi-input combinational	129	853	46.3
sequential	37	741	40.2
tap	70	87.6	4.75
timing repair buffer	3	30.0	1.63
## power groups by stage
stage	sequential, mW	clock (mW)	combinational (mW)
4_1_cts	0.475	0.439	0.000000344
5_1_grt	0.475	0.465	0.000000344
6_report	0.475	0.426	0.000000344
No activity file was given, so power comes from the tool's default toggle rates.
