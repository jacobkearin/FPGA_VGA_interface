**run.sh**
```bash
#!/bin/bash
# OpenROAD 26Q1-2900-gdf79404cd8, Yosys 0.63+post, stock flow scripts
make -C /OpenROAD-flow-scripts/flow DESIGN_CONFIG=/design/flow/config.mk WORK_HOME=/design/flow/orfs finish
```
**design.v**
```verilog
`timescale 1ns / 1ps
module enhanced_sync_signals (clk, vsync, hsync, data_enable, vcount, hcount);
input clk;
output data_enable;
output vsync;
output hsync;
output [12:0] vcount;
output [12:0] hcount;
parameter VFP = 8000;    
parameter VBP = 23200;   
parameter VPW = 1600;    
parameter VDT = 384000;  
parameter VS = VFP + VBP + VPW + VDT;
parameter VC = 480;
parameter HFP = 16;      
parameter HBP = 48;      
parameter HPW = 96;      
parameter HDT = 640;     
parameter HS = HFP + HBP + HPW + HDT;
parameter HC = 640;
reg [19:0] vcounter = 0;
reg vfp = 0;
reg vbp = 0;
reg vpw = 0;
reg vdt = 1;
reg [12:0] hcounter = 0;
reg hfp = 0;
reg hbp = 0;
reg hpw = 0;
reg hdt = 1;
reg [12:0] vcount = 0;
reg [12:0] hcount = 0;
assign data_enable = !(vdt && hdt);
assign vsync = !vpw;
assign hsync = !hpw;
always @(posedge clk) begin
    vcounter <= vcounter +1;
    if (vcounter == (VDT - 1)) begin
        vdt <= 0;
        vfp <= 1;
    end if (vcounter == (VDT + VFP - 1)) begin
        vfp <= 0;
        vpw <= 1;
    end if (vcounter == (VDT + VFP + VPW - 1)) begin
        vpw <= 0;
        vbp <= 1;
    end if (vcounter == (VS - 1)) begin
        vcounter <= 0;
        vbp <= 0;
        vdt <= 1;
    end
    hcounter <= hcounter +1;
    if (hcounter == (HDT - 1)) begin
        hdt <= 0;
        hfp <= 1;
    end if (hcounter == (HDT + HFP - 1)) begin
        hfp <= 0;
        hpw <= 1;
    end if (hcounter == (HDT + HFP + HPW - 1)) begin
        hpw <= 0;
        hbp <= 1;
    end if (hcounter == (HS - 1)) begin
        hcounter <= 0;
        hbp <= 0;
        hdt <= 1;
    end
end
always @(posedge clk) begin
    if (!data_enable) hcount <= hcount + 1;
    if (hcount == (HC - 1)) hcount <= 0;
end
always @(posedge data_enable) begin
    vcount <= vcount + 1;
    if (vcount == (VC - 1)) vcount <= 0;
end
endmodule
module enhanced_sync_output_tb;
reg clk = 0;
wire vsync, hsync, data_enable;
wire [12:0] vcount, hcount;
always begin
    #20;
    clk = !clk;
end
enhanced_sync_signals dut(clk, vsync, hsync, data_enable, vcount, hcount);
endmodule
```
**constraint.sdc**
```tcl
current_design enhanced_sync_signals

set clk_period 4.3
set clk_io_pct 0.2

create_clock -name clk0 -period $clk_period [get_ports {clk}]

set non_clock_inputs [all_inputs -no_clocks]
set_input_delay [expr $clk_period * $clk_io_pct] -clock clk0 $non_clock_inputs
set_output_delay [expr $clk_period * $clk_io_pct] -clock clk0 [all_outputs]
```
**config.mk**
```make
export PLATFORM = sky130hd
export DESIGN_NAME = enhanced_sync_signals
export DESIGN_NICKNAME = enhanced_sync_signals
export VERILOG_FILES = /design/flow/design.v
export SDC_FILE = /design/flow/constraint.sdc
export NUM_CORES = 4
export LEC_CHECK = 1
export CORE_UTILIZATION = 50
```
==> flow_metrics.tcl <==
# implementation run metrics
set metrics [dict create \
    clkLatencyLatePin_ns 0.30 \
    min-delay-path-class "reg2reg" \
    hold_path_origin "hcounter[0]" \
    postRouteAntennaNets 0 \
    r2r-start "vcounter[7]" \
    cts_tree "done" \
    gr-total-overflow 0 \
    syn_area_um2 2670 \
    timing.hold.worst_path_depth 1 \
    path_class "reg2out" \
    post_synth_mux_area_share_pct 0.796 \
    yosys_warnings 1 \
    grt_max_degree 21 \
    endpoint_type_of_the_worst_setup_path "output pin" \
    maxCapViolCount 0 \
    synthTopLogicFamily "simple AND/OR/NAND/NOR gates" \
    utilization_pct 60.9 \
    postCtsHoldBufs 0 \
    gp_congestion 0.876 \
    power-per-cell-area_nw_per_um2 251 \
    maxSlewHeadroom_pct 45.9 \
    ys_sh_aoi_pct 3.70 \
    worst_setup_path_startpoint "hdt" \
    ioPinCount 30 \
    final_cell_mix "63 x sky130_fd_sc_hd__dfxtp_1, 38 x sky130_fd_sc_hd__nor2_1, 29 x sky130_fd_sc_hd__clkdlybuf4s50_1" \
    die-width_um 75.1 \
    post-cts-setup-buffer-count 0 \
    hold-worst-slack_ns 0.472 \
    cell_count_listed_in_synth_stat_txt 285 \
    yosys.area_share.xor_xnor_pct 15.1 \
    grt_usage_pct 17.6 \
    routedWlPerCell_um 11.7 \
    critPathLaunchType "flop" \
    cts.reportedPaths.clkPinSlew_ns 0.08 \
    place.port_buffers 29 \
    timing.critical_path.required_ns 3.44 \
    log.warning_count 26 \
    detailedRoute.firstIterationViolations 59 \
    leakage_uw 0.00111 \
    first_pass_iters 4 \
    cts_root_buffer "sky130_fd_sc_hd__clkbuf_8" \
    cts.repair.resized 0 \
    ir_drop_uv 235 \
    syn-instance-count 285 \
    synthesis.area_per_instance_um2 9.37 \
    fp_util_pct 52.0 \
    die-height_um 75.1 \
    vias 2025 \
    drc 0 \
    chipArea_um2 5640 \
    cp_data_arrival_time_ns 1.65 \
    finalClockSkew_ns 0.0115 \
    regToRegEndpoint "vcounter[1]" \
    grt_first_pass_wirelength_um 7620 \
    setup_repair_after_global_routing_missed_its_margin "no" \
    worstPathMaxFanout 20 \
    cts-buffers-inserted 5 \
    ys_sh_adder_pct 1.87 \
    synth-area-yosys_um2 2670 \
    synth_cell_types 41 \
    antenna_found_initial 0 \
    ys_sh_simple_pct 28.9 \
    max_slew.worst_pin.slew_ns 0.805 \
    n_antenna_cell 0 \
    setup_viol 0 \
    endpoints_left_unconstrained 26 \
    number_of_global_route_vias_before_repair 1721 \
    fmaxAchievable_mhz 398 \
    hold_viol 0 \
    ys_seq_share_pct 47.2 \
    rows 26 \
    synth.ff_latch_count 63 \
    period_used_pct 58.5 \
    dpl.hpwl_um 3200 \
    h-tree-depth 2 \
    outcome "finished clean" \
    drt_wl_total_um 4530 \
    report.final.slew_viol_count 0 \
    cts_max_path_buffers 2 \
    layout_min_cycle_time_ns 2.51 \
    reg2reg_setup_slack_ns 1.98 \
    area_growth_pct 17.1 \
    number_of_register_pins_that_no_clock_reaches 13 \
    r2r.worst_path.cells 4 \
    worst_hold_path.endpoint "hcounter[0]" \
    final_common_cell "sky130_fd_sc_hd__dfxtp_1" \
    routed_via_density 5.23 \
    total_neg_setup_slack_ns 0 \
    design.core.area_um2 5140 \
    layout-drive-gt1-share_pct 5.36 \
]
area by class of cell:
type                       instances  area (um^2)
sequential                        63         1260
inverter                          10         37.5
clock buffer                       7         76.3
fill                             453         2010
clock inverter                     1         30.0
multi-input combinational        207         1350
tap                               70         87.6
timing repair buffer              29          290
layer usage:
layer / wire length [um] / global-route usage (%) / up-vias
met2: 1950 / 26.9 / 37
li1: - / - / 1055
met3: 160 / 2.71 / 8
met5: 0 / 0 / -
met1: 2340 / 27.8 / 925
met4: 76 / 2.73 / 0
cell families after synthesis:
kind of cell | Yosys count
AOI/OAI and AO/OA | 15
xor gates and xnor gates | 46
adders and majority gates | 4
buffers and inverters | 15
DFF | 63
muxes | 2
and+or+nand+nor | 140
per-stage QoR:
step	setup WS, ns	std cells	total power, uW	area (um^2)
after CTS	1.74	387	799	3130
after floorplan	2.33	285	473	2670
final	1.79	387	785	3130
after detailed placement	1.98	379	473	3020
after global placement	1.99	379	473	3020
after global routing	1.62	387	819	3130
flip-flops by register name, indices dropped and copies added, names as in the netlist:
name / count
hcount: 13
hcounter: 13
hdt: 1
hpw: 1
vcount: 13
vcounter: 20
vdt: 1
vpw: 1
critical path, cell delays in order (launching register included):
cell and delay, ns:
sky130_fd_sc_hd__dfxtp_1 0.35, sky130_fd_sc_hd__nand2_1 0.44, sky130_fd_sc_hd__clkdlybuf4s50_1 0.56
cell usage after synthesis, drive strengths merged:
| cell type | n | share of area [%] |
|---|---|---|
| or4b | 2 | 0.75 |
| nor3 | 13 | 2.4 |
| nand2b | 1 | 0.23 |
| nor4b | 2 | 1.2 |
| xor2 | 21 | 6.9 |
| or3 | 2 | 0.47 |
| or3b | 1 | 0.33 |
| nor2 | 38 | 5.3 |
| nand4b | 1 | 0.33 |
| xnor2 | 25 | 8.2 |
| and4 | 6 | 2.0 |
| dfxtp | 63 | 47 |
| o41a | 1 | 0.42 |
| or4bb | 1 | 0.42 |
| or2 | 1 | 0.23 |
| nor2b | 4 | 0.94 |
| inv | 10 | 1.4 |
| o41ai | 1 | 0.33 |
| a31o | 1 | 0.33 |
| nand2 | 19 | 2.7 |
| mux2i | 1 | 0.37 |
| nor4 | 4 | 1.5 |
| a21oi | 5 | 0.94 |
| clkbuf | 4 | 0.56 |
| o31a | 1 | 0.33 |
| mux2 | 1 | 0.42 |
| buf | 1 | 0.42 |
| o21bai | 1 | 0.28 |
| and3 | 5 | 1.2 |
| nand3 | 21 | 4.1 |
| o21a | 1 | 0.28 |
| nand4 | 15 | 3.5 |
| a31oi | 1 | 0.23 |
| or4 | 3 | 0.98 |
| and2b | 1 | 0.33 |
| o21ai | 3 | 0.56 |
| ha | 4 | 1.9 |
where the power goes:
group	switching, uW	total, uW	internal, uW
clock network	148	323	174
registers	0	462	462
logic	0	0.000551	0
how the worst max path moves through the flow:
stage                    endpoint  cells after the start
after CTS             data_enable                      2
after global routing  data_enable                      2
final                 data_enable                      2
Power is estimated from default activity; no workload was simulated.
